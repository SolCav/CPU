--- design/flow/run.sh ---
#!/bin/bash
# OpenROAD 26Q1-2900-gdf79404cd8, Yosys 0.63+post, stock flow scripts
make -C /OpenROAD-flow-scripts/flow DESIGN_CONFIG=/design/flow/config.mk WORK_HOME=/design/flow/orfs finish
--- design/flow/config.mk ---
export PLATFORM = sky130hd
export DESIGN_NAME = PC
export DESIGN_NICKNAME = PC
export VERILOG_FILES = /design/flow/design.v
export SDC_FILE = /design/flow/constraint.sdc
export NUM_CORES = 4
export LEC_CHECK = 1
export CORE_AREA = 10 10 71 71
export DIE_AREA = 0 0 81 81
--- design/flow/constraint.sdc ---
current_design PC

set clk_period 2.9
set clk_io_pct 0.2

create_clock -name clk0 -period $clk_period [get_ports {clk}]

set non_clock_inputs [all_inputs -no_clocks]
set_input_delay [expr $clk_period * $clk_io_pct] -clock clk0 $non_clock_inputs
set_output_delay [expr $clk_period * $clk_io_pct] -clock clk0 [all_outputs]
--- design/flow/design.v ---
`timescale 1ns / 1ps
module PC(clk,reset,up_down,load,data,count);
  input clk,reset,load,up_down;
  input [7:0] data;
  output reg [7:0] count;
  	initial begin
		count <= 0;
	end
  always@(posedge clk or posedge reset) 
  begin
    if(reset)    
      count <= 0;
    else if(load)    
      count <= data;
    else if(up_down)       
      count <= count + 1;
    else            
      count <= count - 1;
  end
  endmodule
==> run summary <==
Combinational Power Share -> 0.519
Biggest regs -> count (8)
Multiplexer share of the synthesized area -> 0.0175
All-Layer GR Usage -> 0.0542
Chip Width -> 81 um
Count of hold buffers inserted by post-cts repair -> 0
Post-route setup TNS -> 0 ns
Clk latency late pin -> 0.23 ns
Yosys warning count -> 1
Final critical path time including I/O delays and setup -> 2.33 ns
Final core utilization -> 0.255
Non-Filler Instances -> 136
Most flops, register -> count
Share of total power in the clock network -> 0.212
Critical Path Source Type -> primary input
Flip-flop count of the largest register, all copies and words added -> 8
Fraction of layout instances using a drive strength above 1 -> 0.0909
Number of antenna violations at the first check in global routing -> 0
Top cell family by delay on the critical path -> AND-OR/OR-AND gates
Synth top area share -> 0.312
Skew final -> 0.000997 ns
Psw -> 208 uW
Die Y -> 81 um
First-pass GRT wire length -> 2860 um
Number of DRC markers in iteration 0 -> 39
Total tool warning count -> 25
Leakage power figure -> 0.000356 uW
Dominant register cell in the synthesized netlist -> dfrtp_1
Yosys xor share -> 0.0273
Type of the worst min-delay path -> reg -> reg
Count of max-cap constraint violations -> 0
Vias in the first global route -> 604
Dominant combinational family -> AND-OR/OR-AND gates
Flops out of synthesis -> 8
Complex-gate fraction of the synthesized area -> 0.300
Starting Density -> 0.177
Final slew viol count -> 0
Yosys top cell by area -> dfrtp_1
Via count -> 586
Final GP Congestion -> 0.779
H-tree depth reported by CTS -> 1
Hpwl dp -> 1360 um
IR drop worst, VDD -> 0.000203 V
# Cells Yosys -> 68
Count of clock tree sinks -> 8
TritonCTS clock tree -> yes
Number of buffers and inverters on the critical path -> 2
Unrepaired setup endpoints after global routing -> no
Final global-route overflow total -> 0
Cells resized by post-CTS repair -> 0
Switching Fraction -> 0.334
Power per unit of standard cell area -> 672 mW/mm^2
Maximum fanout count along the critical path -> 7
Post-route cell area -> 926 um^2
Portion of total power attributed to sequential cells -> 0.269
Total setup buffers inserted after CTS -> 0
Residual DRC count -> 0
Worst-path clk slew -> 0.04 ns
Area after detailed placement -> 885 um^2
Synth Area in Adders -> 0.148
Internal Dissipation -> 415 uW
Max-Slew Margin vs Limit -> 0.590
Endpoint arrival time on the critical path -> 2.49 ns
Worst-case clock buffer depth -> 2
Area of the synthesized netlist per yosys stat -> 642 um^2
Routed length per placed instance -> 12.8 um
Ordered cell list for the critical path -> clkdlybuf4s50_1, inv_1, ha_1, o21ai_2, o31a_1, a311oi_2, o221a_1
Critical Setup Path Class -> in -> reg
Mean area per synthesized cell -> 9.44 um^2
Synthesized netlist cell count -> 68
Cell types with the largest area share after synthesis -> dfrtp_1, ha_1, a211oi_1
Antenna Cells -> 0
Worst Max-Slew Pin Slew -> 0.613 ns
Root Driver -> clkbuf_8
Count of endpoints failing hold in the final timing report -> 0
Endpoint required time on the critical path -> 3.06 ns
Simple Share, Synth -> 0.160
Master of the slowest instance on the critical path -> clkdlybuf4s50_1
Cell row count -> 22
Core Area -> 0.00363 mm^2
Wirelength, routed -> 1740 um
Critical Path End Type -> register
Number of buffers created by CTS -> 3
Top-level port count -> 20
Synthesis-to-layout area growth -> 44.2%
Detailed-route vias per instance -> 4.31
Ratio of final minimum period to clock period -> 0.804
Overall chip area -> 0.00656 mm^2
Endpoints failing setup -> 0
Worst path max stage delay -> 0.49 ns
Number of nets with antenna violations after detailed routing -> 0
Post-Syn Area -> 642 um^2
Seq/Total Area, Yosys -> 0.312
Total instance count after detailed placement -> 133
Post-synth EDFFs -> 0
Status -> finished clean
Port Buf Inserts -> 19
Pin count of the biggest net entering global routing -> 18
Ys async rst share -> 1.00
Number of distinct standard cells referenced by the synthesized netlist -> 34
Peak clock frequency supported by timing -> 429 MHz
Number of detailed-routing iterations run before antenna repair -> 4
path summary, 6_finish.rpt:
check                              start        to  slack [ns]  depth (start not counted)
max in group asynchronous          reset  count[7]        2.03                          2
worst min-delay path            count[0]  count[0]        0.57                          1
worst max-delay path             up_down  count[7]        0.57                          7
worst min register to register  count[0]  count[0]        0.57                          1
worst max register to register  count[0]  count[6]        1.20                          5
min in group asynchronous          reset  count[3]        0.62                          2
per-layer routing:
layer  GRT usage  vias to the layer above  part of all wire
li1            -                      301                 -
met1      0.0745                      268              0.48
met2      0.0804                       15              0.44
met3      0.0245                        2             0.085
met4     0.00346                        0            0.0034
met5           0                        -                 0
worst reg2reg max path, stage by stage, from the launching register on:
cell      delay, ns
dfrtp_1        0.44
fa_1           0.48
a211oi_1       0.29
o21bai_1       0.15
nand4b_1       0.12
o211ai_1       0.09
cell usage after synthesis, types with 2 or more instances:
cell type and number:
nand4b_1 2, nand2_1 7, o21ai_0 3, inv_1 4, o21bai_1 2, dfrtp_1 8
ha_1 6, nor2_1 2, xnor2_1 2, clkbuf_1 2, a211oi_1 4, o21ai_1 4
cell type report:
cell class / count / area, um^2
clock buffers: 3 / 41.3
fillers: 392 / 2710
inverters: 4 / 15.0
multi-input cells: 54 / 419
flip-flops and latches: 8 / 200
well taps: 48 / 60.1
repair buffers: 19 / 190
per-stage QoR:
step | worst slack, ns | power (uW) | hold WS (ns)
global placement | 0.382 | 489 | 0.552
detailed placement | 0.347 | 490 | 0.561
finish | 0.567 | 622 | 0.568
floorplan | 0.994 | 368 | 0.396
CTS | 0.561 | 629 | 0.567
global route | 0.414 | 681 | 0.591
cell usage in the layout, fill, tap and decap left out, drive strengths merged, types with 2 or more instances in the layout:
| cell type | count |
|---|---|
| xnor2 | 2 |
| clkdlybuf4s50 | 19 |
| inv | 4 |
| ha | 6 |
| nand4b | 2 |
| nor2 | 2 |
| o21bai | 2 |
| a21o | 2 |
| o21ai | 8 |
| dfrtp | 8 |
| clkbuf | 3 |
| a211oi | 5 |
| nand2 | 7 |
power groups by stage:
stage / Sequential [uW] / Combinational [uW] / Clock (uW)
CTS: 169 / 324 / 136
global route: 174 / 364 / 144
finish: 167 / 323 / 132
logic make-up after synthesis:
family | count (synthesis)
xor gates and xnor gates | 2
adders and majority gates | 7
muxes | 1
buffers and inverters | 6
and+or+nand+nor | 19
DFF | 8
AOI/OAI and AO/OA | 25
Power figures rest on the tool's default switching activity, not on a simulated workload.
