## flow/run.sh

```bash
#!/bin/bash
# OpenROAD 26Q1-2900-gdf79404cd8, Yosys 0.63+post, stock flow scripts
make -C /OpenROAD-flow-scripts/flow DESIGN_CONFIG=/design/flow/config.mk WORK_HOME=/design/flow/orfs finish
```

## flow/constraint.sdc

```tcl
current_design Regfile

set clk_period 3.8
set clk_io_pct 0.2

create_clock -name clk0 -period $clk_period [get_ports {clk}]

set non_clock_inputs [all_inputs -no_clocks]
set_input_delay [expr $clk_period * $clk_io_pct] -clock clk0 $non_clock_inputs
set_output_delay [expr $clk_period * $clk_io_pct] -clock clk0 [all_outputs]
```

## flow/design.v

```verilog
`timescale 1ns / 1ps
module Regfile(
		input clk,
		input [2:0] op1,
		input [2:0] op2,
		input [7:0] wrb_data,
		output [7:0] reg_1,
		output [7:0] reg_2
    );
	reg [7:0] reg1;
	reg [7:0] reg2;
	reg [7:0] r [7:0];
	initial begin 
		 r[0] = 0;  
		 r[1] = 5;  
		 r[2] = 5;  
		 r[3] = 3;
		 r[4] = 4;
		 r[5] = 5;
		 r[6] = 6;
		 r[7] = 7;
	end
	always @(posedge clk) begin
			r[op1] = wrb_data;
	end
	assign reg_1 = r[op1];
	assign reg_2 = r[op2];
endmodule
```

## flow/config.mk

```make
export PLATFORM = sky130hd
export DESIGN_NAME = Regfile
export DESIGN_NICKNAME = Regfile
export VERILOG_FILES = /design/flow/design.v
export SDC_FILE = /design/flow/constraint.sdc
export NUM_CORES = 4
export LEC_CHECK = 1
export CORE_UTILIZATION = 40
```

==> impl_report.txt <==
FLOW METRICS REPORT
----------------------------------------------------
[Place]
  Final Wtd Congestion ........................ between 0.7 and 0.8
  Worst slack after detailed placement ........................ roughly 0.30 ns
  Port bufs ........................ 30
  Half-perimeter wire length after detailed placement ........................ about 3.5 mm
  Placed Area ........................ around 3500 um2

[Clock tree]
  Number of buffers inserted by post-CTS setup repair ........................ 0
  Max clock buf depth ........................ 2
  Clock tree from TritonCTS ........................ yes
  Cell chosen for the clock root ........................ sky130_fd_sc_hd__clkbuf_8
  Number of clock sinks ........................ ~64
  Cts-stage hold buffer count ........................ 0
  CTS buffer count ........................ 9
  H-tree levels ........................ 3
  Register clock-pin slew on the reported worst setup and hold paths ........................ around 0.06 ns
  Post-cts repair resize count ........................ 0

[Timing]
  RSZ-0062 raised after global routing ........................ no
  Final worst slack ........................ approximately 0.32 ns
  Sum of negative setup slack ........................ 0 ns
  Final count of pins violating max slew ........................ 0
  Final tally of setup violations ........................ 0
  Period utilisation layout ........................ 91.51%
  Highest Clock Rate ........................ 287.6 MHz
  Shortest clock period the worst path allows after layout ........................ ~3.5 ns
  Worst slew pin tran ........................ slightly above 0.6 ns
  Final Hold Fails ........................ 0
  Worst slew margin relative to its limit ........................ between 50% and 60%

[Yosys]
  Biggest area consumer among synthesized cells ........................ sky130_fd_sc_hd__edfxtp_1
  Synth top area share ........................ between 60% and 70%
  Cell total in the yosys stat output ........................ 134
  Area of the synthesized netlist per yosys stat ........................ about 3100 um2
  Mean Syn Cell Area ........................ between 20 and 25 um2
  Biggest area cells ........................ sky130_fd_sc_hd__edfxtp_1, sky130_fd_sc_hd__mux4_1, sky130_fd_sc_hd__mux2_2
  Warnings from Yosys ........................ 1
  Synthesized flop and latch total ........................ around 64
  Synth cell types ........................ 15
  Post-synthesis instance area ........................ between 3000 and 4000 um2
  Synth Instances ........................ ~130
  Fraction of the yosys area taken by sequential cells ........................ 62.69%

[Finish]
  Area grow syn2layout ........................ 20.94%
  Highest-count logic cell in the final layout ........................ sky130_fd_sc_hd__edfxtp_1
  Cell area after layout ........................ between 3000 and 4000 um2
  Most frequent cells in the layout ........................ sky130_fd_sc_hd__edfxtp_1, sky130_fd_sc_hd__clkdlybuf4s50_1, sky130_fd_sc_hd__mux4_1
  Proportion of layout cells with a drive suffix above 1 ........................ a little over a quarter
  Largest register FFs ........................ around 64

[Detailed routing]
  Vias ........................ about 1500
  Number of violations reported at the end of detailed-routing iteration 0 ........................ approximately 60
  Antenna Violating Nets Remaining ........................ 0
  Vias per inst ........................ approximately 5.4
  # DRC ........................ 0
  Count of TritonRoute iterations in the first routing pass ........................ 4
  Detailed Route WL ........................ roughly 5.5 mm
  Total inserted antenna cells ........................ 0
  Routed wire length per instance ........................ roughly 20 um

[GRT]
  Number of global-route vias before repair ........................ ~1600
  Final global-route overflow total ........................ 0
  Global-route wire length before repair ........................ just over 8 mm
  Maximum number of pins on one net before global-route repair ........................ 25
  Overall Global Routing Usage ........................ between 15 and 20%
  Antenna violations before repair ........................ 0

[Floorplanning]
  Die Ht ........................ 89.54 um
  Total Die Area ........................ between 8000 and 9000 um2
  Standard-cell row count ........................ 31
  # IOs ........................ 31
  Fp util ........................ a little over two fifths
  Die X-Extent ........................ roughly 90 um
  CORE AREA ........................ 7331 um2

[Pwr]
  Total power divided by cell area ........................ roughly 410 nW/um2
  Leakage power ........................ 1.275 nW
  IR Drop Worst-Case VDD ........................ ~260 uV

[Worst setup path]
  Maximum fanout along the worst path ........................ 24
  Endpoint type of the worst setup path ........................ output pin
  Crit path largest cell delay ........................ ~0.55 ns
  Start-to-end type of the worst setup path ........................ input pin to output pin
  Required time of the worst setup path ........................ ~3 ns
  Nature of the critical path startpoint ........................ input pin
  Cells along the critical path ........................ clkdlybuf4s50_1, buf_12, mux4_1, mux2_2, clkdlybuf4s50_1
  Cell with the largest stage delay on the worst path ........................ sky130_fd_sc_hd__mux4_1
  Signal arrival time at the worst endpoint ........................ 2.72 ns
  Cell repeated most along the worst path ........................ sky130_fd_sc_hd__clkdlybuf4s50_1

[Job]
  Max_cap viols ........................ 0
  OpenROAD warning count ........................ 25

[Run status]
  Result of the run ........................ finished, final reports clean

[Worst hold path]
  Class of the worst hold path ........................ input pin to register

----------------------------------------------------
[routing by layer]
metal | vias up | share of wire (%) | GRT usage [%]
met3 | 10 | 9.7 | 8.895
met1 | 755 | 40 | 22.85
li1 | 691 | - | -
met5 | - | 0 | 0
met2 | 66 | 49 | 25.14
met4 | 0 | 1.8 | 2.597
[cells in the mapped netlist, drive strengths merged]
cell and number:
nor3 1, buf 7, mux2 16, nand2 1
and3 1, clkbuf 6, edfxtp 64, nor3b 3
and3b 2, nor2 1, mux4 32
[kinds of logic after synthesis]
family | after synthesis | synth area share (%)
mux | 48 | 32.45
buf+inv | 13 | 2.939
flops | 64 | 62.69
simple gates | 9 | 1.918
[layout make-up]
cell class | instances | area, um2
tap | 99 | 123.9
multi-input combinational | 57 | 1054
timing repair buffer | 44 | 430.4
sequential | 64 | 1922
clock inverter | 6 | 50.05
clock buffer | 10 | 127.6
fill | 566 | 3623
[final timing paths]
path         from  cells past startpoint        to
max        op1[1]                      5  reg_1[6]
min   wrb_data[4]                      1   r[2][4]
[stage by stage]
stage / hold slack, ns / utilization, % / cells / total power [mW]
floorplan: 0.8589 / - / 134 / 0.9369
CTS: 1.149 / 50.57 / 280 / 1.550
global placement: 1.473 / 48.15 / 264 / 1.025
finish: 1.155 / 50.57 / 280 / 1.534
detailed placement: 1.506 / 48.15 / 264 / 1.030
global route: 1.171 / 50.57 / 280 / 1.601
[where the power goes]
part / total, mW / leakage (nW) / internal [mW] / switching, mW
Sequential: 0.828 / 0.588 / 0.815 / 0.0125
Clock: 0.523 / 0.0902 / 0.293 / 0.230
Combinational: 0.184 / 0.597 / 0.121 / 0.0627
Total: 1.53 / 1.27 / 1.23 / 0.306
[critical path, delay by kind of cell]
kind | cells | cell delay [ns]
buf+inv | 3 | 1.12
mux | 2 | 0.83
Power and IR drop assume default switching activity.
